### flow/run.sh
#!/bin/bash
# OpenROAD 26Q1-2900-gdf79404cd8, Yosys 0.63+post, stock flow scripts
make -C /OpenROAD-flow-scripts/flow DESIGN_CONFIG=/design/flow/config.mk WORK_HOME=/design/flow/orfs finish
### flow/config.mk
export PLATFORM = sky130hd
export DESIGN_NAME = control_line_gen
export DESIGN_NICKNAME = control_line_gen
export VERILOG_FILES = /design/flow/design.v
export SDC_FILE = /design/flow/constraint.sdc
export NUM_CORES = 4
export LEC_CHECK = 1
export CORE_UTILIZATION = 30
### flow/constraint.sdc
current_design control_line_gen

set clk_period 5.4
set clk_io_pct 0.2

create_clock -name clk0 -period $clk_period

set non_clock_inputs [all_inputs -no_clocks]
set_input_delay [expr $clk_period * $clk_io_pct] -clock clk0 $non_clock_inputs
set_output_delay [expr $clk_period * $clk_io_pct] -clock clk0 [all_outputs]
### flow/design.v
module control_line_gen(ins,cwr,ctrl_line);
input [15:0] ins;
input [33:0] cwr;
output [114:0] ctrl_line;
reg [1:0] alu_op_bit;
reg [31:0] load_Reg,Reg_to_Bus;
reg [31:0] Bus_select;
assign ctrl_line={cwr[31:27],cwr[25:14],alu_op_bit,load_Reg,Reg_to_Bus,Bus_select};
always @(*) begin
if(cwr[26]==1'b1) alu_op_bit=2'b00; 
else if(cwr[26]==1'b0) begin
if(ins[15:12]==4'b0000) alu_op_bit=2'b00; 
else if(ins[15:12]==4'b0001) alu_op_bit=2'b01; 
else alu_op_bit=2'b11; 
end
end
always @(*) begin
load_Reg={32{1'b0}};
if(cwr[13:12]==2'b00) load_Reg={32{1'b0}};
else if(cwr[13:12]==2'b01) load_Reg[ins[4:0]]=1'b1;
else if(cwr[13:12]==2'b10) load_Reg[ins[11:7]]=1'b1;
else 	begin load_Reg[ins[4:0]]=1'b1;load_Reg[ins[11:7]]=1'b1;end
end
always @(*) begin
Reg_to_Bus={32{1'b0}};Bus_select={32{1'b0}};
if(cwr[11:9]==3'b000) begin Reg_to_Bus[ins[11:7]]=1'b1;Bus_select[ins[11:7]]=1'b0; end 
else if(cwr[11:9]==3'b001) begin Reg_to_Bus[ins[11:7]]=1'b1;Bus_select[ins[11:7]]=1'b1; end  
else if(cwr[11:9]==2'b010) begin Reg_to_Bus[ins[4:0]]=1'b1;Bus_select[ins[4:0]]=1'b0; end 
else if(cwr[11:9]==3'b011) begin Reg_to_Bus[ins[4:0]]=1'b1;Bus_select[ins[4:0]]=1'b1; end  
else if(cwr[11:9]==3'b111)	begin Reg_to_Bus[ins[4:0]]=1'b1;Reg_to_Bus[ins[11:7]]=1'b1;Bus_select[ins[4:0]]=1'b1;Bus_select[ins[11:7]]=1'b0; end 
else begin Reg_to_Bus={32{1'b0}};Bus_select={32{1'b0}}; end  
end
endmodule		
==> out/qor.txt <==
Status: complete, no violations
Top-Level Pins: 165
Post-CTS Hold Buffers: 0
Post-route insts no fill: 574
Drc violations: 0
Dpl hpwl: 8408 um
Routed Antenna Nets: 0
Log Warnings: 50
Leak: 1.118 nW
Initial antenna violation count: 0
Synth warnings: 1
Drt first pass iters: 6
Placed instance area: 3657 sq um
Site row count: 32
Filler Cell Count: 806
Post-CTS sizing: 0
# clk buffers: 0
Most frequent cell after synthesis: nand2_1
Worst Path Required: 4.32 ns
Mapped Cells: 381
First-pass GRT wire length: 16,560 um
Final min period: 5.109 ns
GP Congestion: 0.9484
1st-iter DRT viols: 311
CP endpoint kind: primary output
Core Util at FP: 31.55%
Yosys Instances: 381
Crit path from: ins[7]
Power per cell area: 66.39 nW/um^2
Largest net degree at the start of global routing: 50
Max frequency: 195.7 MHz
Vias in the first global route: 2,985
RSZ-0062 raised after global routing: no
Busiest grt layer: met2
DR WL/cell: 18.58 um
Die Height: 92.85 um
Core area: 7848 sq um
Setup bufs post-CTS: 0
GRT Total Usage: 24.34%
Worst-path fanout max: 13
Input/output buffers: 118
Hold EP: ctrl_line[102]
Via density per instance: 5.995
Endpoints failing setup: 0
Final Max Tran Viols: 0
Tcrit/Tclk final: 94.61%
N_diodes: 0
Hold Crit Depth: 0
Biggest area cells: o22ai_1, o21ai_0, buf_4
Cells after DPL: 574
Die area: 8621 sq um
Number of flip-flops and latches: 0
Storage cell area: 0 sq um
Critical path type: input port to primary output
Synth cell types: 68
Least-Margin Pin Slew: 0.6164 ns
Met1 usage: 36.75%
Cell type with the largest total area: o22ai_1
Post-synth top cells: nand2_1, o21ai_0, o22ai_1
Setup TNS: 0 ns
Die X: 92.85 um
Vias: 3,441
Top cell area share: 9.853%
Post-synth design cell area: 2476 sq um
Post-route design area: 3657 sq um
Utilization after layout: 46.60%
VDD IR max: 0.03676 mV
Share of layout cells above drive strength 1: 12.92%
Global Route met3 Usage: 1.754%
Chip Area, Yosys: 2476 sq um
Final hold viol count: 0
Post-synthesis to final-layout area growth: 47.70%
Final WL: 10,660 um
Post-synth seq share: 0%
GR Util met2: 38.17%
Worst Hold Class: input port to primary output
Setup crit start kind: input port
Syn avg cell area: 6.499 sq um
Worst EP arrival: 4.03 ns
Max_cap viols: 0
Min-delay src: cwr[18]
Worst slew margin: 58.90%
Grt total ovfl: 0
## where the power goes
part | leakage, nW | switching (W) | total [W] | internal (W)
clock network | 0 | 0 | 0 | 0
registers | 0 | 0 | 0 | 0
logic | 1.12 | 0.000138 | 0.000243 | 0.000105
total | 1.12 | 0.000138 | 0.000243 | 0.000105
## cell usage in the layout (no fill, tap or decap), types with 4 or more instances in the layout
cell type,n
a2111oi_2,9
a211oi_1,13
a21oi_1,17
a21oi_2,5
a31oi_1,8
a32oi_1,4
and2_1,5
buf_4,25
clkdlybuf4s50_1,117
ha_1,7
inv_1,13
mux2i_1,4
nand2_1,40
nand3_1,20
nor2_1,20
nor3_1,10
o21ai_0,39
o22ai_1,39
o2bb2ai_1,6
or3_1,10
## per-stage QoR
stage	setup slack, ns	hold WS [ns]	power [W]
finish	0.2908	2.160	0.0002428
global route	0.1177	2.160	0.0002636
CTS	0.3333	2.160	0.0002405
detailed placement	0.3244	2.160	0.0002392
global placement	0.3733	2.160	0.0002374
floorplan	1.594	2.171	0.0001423
## worst max-delay path by stage
stage                to
4_1_cts   ctrl_line[82]
5_1_grt   ctrl_line[82]
6_report  ctrl_line[82]
## worst max-delay path, stage by stage
cell and delay [ns]:
clkdlybuf4s50_1 0.41, inv_1 0.09, ha_1 0.39, or3b_1 0.44, o32ai_2 0.15, or2_2 0.37, nand2_1 0.25, o21ai_0 0.32
clkdlybuf4s50_1 0.52
## metal layers
layer / vias to the layer above / wire length [um]
met5: - / 0
met3: 20 / 845
met1: 1601 / 4845
li1: 1646 / -
met4: 0 / 200
met2: 174 / 4772
## kinds of logic after synthesis
logic type	after synthesis	synth area share [%]
compound gates	168	50.48
simple gates	132	27.79
buf+inv	66	14.65
fa+ha+maj	7	3.537
mux	6	2.527
xor+xnor	2	1.011
## area by class of cell
type,count,area [sq um],share of cell area [%]
tap,102,127.6,3.490
timing repair buffer,143,1364,37.29
multi-input combinational,315,2113,57.78
inverter,14,52.55,1.437
No activity file was given, so power comes from the tool's default toggle rates.
