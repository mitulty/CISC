## design.v

```verilog
module reg_CW(clk,rstn,Load,data_in,data_out);
input clk,rstn,Load;
input [33:0] data_in;
output [33:0] data_out;
reg [33:0] d;
always @(posedge clk) begin
if(rstn==1'b0) d<=34'b1001100101000000001000100100010111; 
else if(Load==1'b1) d<=data_in;
else d<=data_out;
end
assign data_out=d;
endmodule 
```

## run.sh

```bash
#!/bin/bash
# OpenROAD 26Q1-2900-gdf79404cd8, Yosys 0.63+post, stock flow scripts
make -C /OpenROAD-flow-scripts/flow DESIGN_CONFIG=/design/flow/config.mk WORK_HOME=/design/flow/orfs finish
```

## config.mk

```make
export PLATFORM = sky130hd
export DESIGN_NAME = reg_CW
export DESIGN_NICKNAME = reg_CW
export VERILOG_FILES = /design/flow/design.v
export SDC_FILE = /design/flow/constraint.sdc
export NUM_CORES = 4
export LEC_CHECK = 1
export CORE_AREA = 10 10 106 106
export DIE_AREA = 0 0 116 116
```

## constraint.sdc

```tcl
current_design reg_CW

set clk_period 1.0
set clk_io_pct 0.2

create_clock -name clk0 -period $clk_period [get_ports {clk}]

set non_clock_inputs [all_inputs -no_clocks]
set_input_delay [expr $clk_period * $clk_io_pct] -clock clk0 $non_clock_inputs
set_output_delay [expr $clk_period * $clk_io_pct] -clock clk0 [all_outputs]
```

==> Slide: Implementation Results <==
Run Summary

Worst setup path
  – Classification of the worst setup path: reg2out
  – Endpoint kind of the worst setup timing path: output port
  – Startpoint class of the critical path: register
  – Count of buffering cells on the critical path with inverters included: 1
  – List of cells traversed by the critical path: clkdlybuf4s15_1
  – Worst path arrival time: between 0.7 and 0.8 ns
  – Required time of the critical path: 0.80 ns
  – Peak per-stage delay on the critical path: roughly 0.32 ns
  – Dominant delay contributor by cell family on the critical path: flip-flops
  – Highest net fanout along the worst path: 2
  – CP max-delay cell: sky130_fd_sc_hd__dfxtp_2

Min path
  – Worst hold-check path type: in2reg

Final timing
  – Worst Tran Pin Value: roughly 0.15 ns
  – Number of hold violations in the final report: 0
  – Worst Slack Setup Final: 0.0402 ns
  – Maximum clock skew at final layout: 0 ns
  – Hold WS: roughly 0.4 ns
  – Share of the clock period used by the worst path after layout: a little over nine tenths
  – Worst slew margin relative to its limit: 89.9%
  – Max-slew violation total from the final report: 0
  – Final setup violation count: 0
  – Fin Setup TNS: 0 ns
  – Fmax: about 1.0 GHz
  – RSZ-0062 raised after global routing: false
  – Final critical path time including I/O delays and setup: 0.960 ns

CTS
  – Clk root buf: sky130_fd_sc_hd__clkbuf_8
  – Insertion delay of the later-clocked pin in the worst-skew pair: 0.28 ns
  – Clk buf depth: 2
  – Post-CTS setup buffers: 0
  – Hold-fix buffers, CTS: 0
  – Clk slew on worst S/H paths: ~0.070 ns
  – TritonCTS clock tree: done
  – Number of levels the H-tree was split into: 2
  – Number of clock sinks: 34
  – Total clock buffers created by CTS: 5

Logic synthesis
  – Combined area of all synthesized cells: ~1300 um2
  – Registers, synthesis: 34
  – Mean cell area of the mapped netlist: between 10 and 15 um2
  – Synth warn: 1
  – Largest area contributor in the synthesized netlist: sky130_fd_sc_hd__dfxtp_1
  – Proportion of netlist area held by the largest area contributor: a little over half
  – Library cells used by synthesis: 7
  – Part of the Yosys area used for sequential elements: between 50% and 60%
  – Top post-synthesis cells by area: sky130_fd_sc_hd__dfxtp_1 (53%), sky130_fd_sc_hd__mux2i_1 (27%), sky130_fd_sc_hd__nor2b_1 (11%), sky130_fd_sc_hd__nand2_1 (3.5%), sky130_fd_sc_hd__buf_12 (3.1%)
  – Chip area line of the yosys report: roughly 1300 um2
  – Gate count of the mapped netlist: 109
  – Number of cell instances after yosys synthesis: about 110

Die
  – Chip Height: 116 um
  – FP Rows: 34
  – Initial Utilization: between 10% and 20%
  – Floorplan die width: ~120 um
  – I/O pins: approximately 70
  – Core box area: a little under 9000 um2
  – Die Footprint: 13500 um2

Power
  – Static leakage: ~0.90 nW
  – Power per standard cell area: 1430 nW/um2
  – Max IR drop VDD: about 0.00038 V
  – Post-route total power: 2.96 mW

Drt
  – Number of vias per cell: 3.35
  – Total wire length after detailed routing: roughly 3.5 mm
  – Routed vias: 974
  – First-pass DRT Iterations: 2
  – Residual DRC count: 0
  – Violation count after the first detailed-route iteration: 22
  – WL/cell: 12.1 um
  – Number of antenna-violating nets in the routed design: 0
  – Diode insertion count for antenna repair: 0

Finish
  – Top flop regs: d: 34 flops
  – Largest Register: d
  – Share of post-route cells with drive strength above 1: around 43%
  – Number of flip-flops under the largest register name: 34
  – Number of inserted filler cells in the final layout: 963
  – Area growth from synthesis to layout: 61.5%
  – Layout Cells excl Fill: 291

GRT
  – Largest net degree at the start of global routing: 35
  – GRT Total Usage: just under 5%
  – Overflow after GRT: 0
  – Vias in the first global route: between 900 and 1000
  – First-pass GRT wire length: between 5 and 6 mm
  – Number of antenna violations at the first check in global routing: 0

Outcome
  – Outcome: finished clean

Placement
  – Post-Place Cells: 283
  – Setup slack at placement: -0.127 ns
  – IO buf count: roughly 70
  – Detailed Place HPWL: ~2.6 mm
  – Gpl congestion: 0.676

Flow run
  – Tool warnings: 25
  – Number of max-cap violations: 0
[final timing paths]
kind	cells past startpoint	startpoint	to	slack, ns
setup reg to reg	2	d[0]	d[0]	0.37
setup / recovery	1	d[12]	data_out[12]	0.04
hold / removal	4	Load	d[33]	0.40
hold reg to reg	2	d[15]	d[15]	0.46
[cell type report]
cell class / instances / area [um2] / share of cell area [%]
Clock inverter: 1 / 5.00 / 0.243
Multi-Input combinational cell: 68 / 523 / 25.3
Timing Repair Buffer: 73 / 591 / 28.6
Sequential cell: 34 / 723 / 35.1
Tap cell: 108 / 135 / 6.55
Clock buffer: 7 / 86.3 / 4.18
[cell families (layout without fill, tap and decap cells)]
logic type / after synthesis / after routing / synth area share (%)
flip-flops: 34 / 34 / 53.3
buffers and inverters: 7 / 81 / 5.78
multiplexers: 34 / 34 / 26.6
AND/OR/NAND/NOR: 34 / 34 / 14.3
[metal layers]
layer	global-route usage (%)	vias up	share of wire (%)	wire length, um
li1	-	501	-	-
met1	6.00	427	42	1490
met2	8.30	41	47	1640
met3	1.62	5	8.5	298
met4	1.17	0	2.5	87
met5	0	-	0	0
[where the power goes]
group	internal (mW)	total (mW)	switching, mW
Combinational	0.286	0.419	0.133
Sequential	1.45	1.49	0.0359
Clock	0.556	1.05	0.495
Total	2.29	2.96	0.663
[what timing repair did]
item	CTS	global route
setup endpoints to repair	34	11
resized	126	11
pin swaps	0	0
gates cloned	0	0
[placed cells by master, fill, tap and decap left out, drive strengths merged]
cell / netlist / final
clkdlybuf4s50: 0 / 35
clkbuf: 3 / 18
nor2b: 22 / 22
buf: 4 / 26
dfxtp: 34 / 34
clkinv: 0 / 1
clkdlybuf4s15: 0 / 1
nand2: 12 / 12
mux2i: 34 / 34
[cells in the mapped netlist]
| library cell | n |
|---|---|
| sky130_fd_sc_hd__buf_12 | 2 |
| sky130_fd_sc_hd__buf_6 | 2 |
| sky130_fd_sc_hd__clkbuf_1 | 3 |
| sky130_fd_sc_hd__dfxtp_1 | 34 |
| sky130_fd_sc_hd__mux2i_1 | 34 |
| sky130_fd_sc_hd__nand2_1 | 12 |
| sky130_fd_sc_hd__nor2b_1 | 22 |
[stage by stage]
step	instance area (um2)	util [%]
6_report	2060	23.3
5_1_grt	2060	23.3
4_1_cts	2120	23.9
3_5_place_dp	2090	23.7
3_3_place_gp	2090	23.7
2_1_floorplan	1280	-
Power figures rest on the tool's default switching activity, not on a simulated workload.
