==> ./run.sh <==
#!/bin/bash
# OpenROAD 26Q1-2900-gdf79404cd8, Yosys 0.63+post, stock flow scripts
make -C /OpenROAD-flow-scripts/flow DESIGN_CONFIG=/design/flow/config.mk WORK_HOME=/design/flow/orfs finish
==> ./config.mk <==
export PLATFORM = sky130hd
export DESIGN_NAME = sequencing_logic
export DESIGN_NICKNAME = sequencing_logic
export VERILOG_FILES = /design/flow/design.v
export SDC_FILE = /design/flow/constraint.sdc
export NUM_CORES = 4
export LEC_CHECK = 1
export CORE_AREA = 10 10 70 70
export DIE_AREA = 0 0 80 80
==> ./constraint.sdc <==
current_design sequencing_logic

set clk_period 2.9
set clk_io_pct 0.2

create_clock -name clk0 -period $clk_period

set non_clock_inputs [all_inputs -no_clocks]
set_input_delay [expr $clk_period * $clk_io_pct] -clock clk0 $non_clock_inputs
set_output_delay [expr $clk_period * $clk_io_pct] -clock clk0 [all_outputs]
==> ./design.v <==
module branch_control(nx,z,bc);
input [4:0] nx;
input z;
output reg [4:0] bc;
always @(*) begin
if(z==1'b1 && nx==5'b11001) bc=5'b00110;
else bc=5'b00111;
end
endmodule 
module control_mux(in1,in2,in3,in4,sel,out);
input [4:0] in1,in2,in3,in4;
input [1:0] sel;
output reg [4:0] out;
always @(*) begin
if(sel==2'b11) out=in1;
else if(sel==2'b10) out=in2;
else if(sel==2'b01) out=in3;
else out=in4;
end
endmodule 
module ins_decoder(instruction,IB,SB);
input [15:0] instruction;
output reg [4:0] IB,SB;
always @(*) begin
IB=5'b11111;
if(instruction[15:12]==4'b1111) IB=5'b11000;
else
if(instruction[15:12]==4'b1001) IB=5'b10110;
else
if(instruction[15:12]==4'b0111) IB=5'b00101;
else
if(instruction[6:5]==2'b00) IB=5'b00000;
else if(instruction[6:5]==2'b01) IB=5'b00100;
else begin
case(instruction[15:12])
4'b0000:IB=5'b10100;
4'b0001:IB=5'b10100;
4'b0010:IB=5'b10100;
4'b0011:IB=5'b01110;
4'b0100:IB=5'b10000;
4'b0101:IB=5'b10010;
4'b0110:IB=5'b10011;
endcase
end
end
always @(*) begin
SB=5'b00000;
case(instruction[15:12])
4'b0000:SB=5'b01010;
4'b0001:SB=5'b01010;
4'b0010:SB=5'b01010;
4'b0101:SB=5'b01000;
4'b0110:SB=5'b01100;
4'b1000:SB=5'b01101;
endcase
end
endmodule
module sequencing_logic(ins,cbr,z_flag,addr);
input [32:0] cbr;
input [15:0] ins;
input z_flag;
output [4:0] addr;
wire [4:0] IB,SB,DB,BC,NA;
wire [1:0] TY;
assign TY=cbr[6:5];
assign NA=cbr[4:0];
assign DB=cbr[4:0];
ins_decoder ind(ins,IB,SB);
branch_control bctrl(NA,z_flag,BC);
control_mux mx(IB,SB,BC,DB,TY,addr);
endmodule 
==> Slide: Implementation Results <==
Physical Implementation Snapshot

Logic synthesis
  – Synth area leaders: nor2b_1, nor2_1, buf_6
  – Yosys stat chip area: 413 um2
  – Syn avg cell area: 6.55 um2
  – Largest area contributor in the netlist: nor2b_1
  – Post-synth seq share: 0
  – Cell area after synthesis: between 400 and 500 um2
  – Top-area cell share: 0.106
  – Ys Warns: 3
  – Synth cell types: 32
  – # Cells Yosys: 63
  – Cells after synthesis: 63

Setup path
  – Delay-heaviest family, CP: buffers and inverters
  – Crit path capture type: output port
  – Critical path class: in -> out
  – Most used cell, CP: clkdlybuf4s50_1
  – Critical path launch point type: primary input
  – Crit-path cells: clkdlybuf4s50_1 > buf_6 > a221o_1 > a221oi_2 > nor2_1 > clkdlybuf4s50_1
  – Largest stage delay on the critical path: 430 ps
  – Slowest CP cell: clkdlybuf4s50_1
  – Worst-path fanout max: 10
  – Arr. time, crit path: ~2200 ps
  – Worst path bufs/invs: 3
  – Critical Path RT: 2320 ps

Placed design
  – Port buffer count: 19
  – Area after DPL: 681 um2
  – Post-DP HPWL: 1.16 mm
  – GP Congestion: 0.814

STA
  – Max-slew violations: 0
  – Post-layout min period: approximately 2800 ps
  – Post-layout period usage: 0.961
  – Slew HR: 0.716
  – Slew @ Worst Pin: 425 ps
  – Setup violators final: 0
  – Fmax achieved: 0.359 GHz
  – Final tally of hold violations: 0

Routing
  – DRT antenna net count: 0
  – WL final: between 1 and 1.5 mm
  – Iteration-0 DRC count of the detailed router: 39
  – Total number of vias: 529
  – DR pass1 iterations: 4
  – DRC: 0
  – DR vias/cell: 4.07
  – ANT cells: 0
  – DR WL/cell: 10.6 um

Global route
  – Pin count of the biggest net entering global routing: 13
  – Initial antenna violation count: 0
  – Vias in the first global route: 510
  – Gr ovfl total: 0
  – GRT Total Usage: 0.0427
  – First-pass GRT wire length: 2.35 mm

Final layout
  – Cell area after layout: slightly above 700 um2
  – Clk_buf instances: 0
  – Registers: 0
  – Sequential Area: 0 um2
  – Layout cells sized above 1: 0.167
  – Area delta synth->final: 73.6%

Power
  – Total Power: approximately 0.096 mW
  – Peak VDD IR: between 0.02 and 0.025 mV
  – Pwr/cell area: 134 mW/mm2
  – Lkg Pwr: 0.284 nW

Floorplanning
  – FP Rows: 21
  – Die height: 80 um
  – Die Span X: about 80 um
  – Core area: 0.00342 mm2
  – Io pins: 55
  – Chip area: 0.00640 mm2
  – Initial core utilization: 0.121

Run status
  – Outcome: completed

Job
  – OpenROAD warning count: 68
  – # Max-Cap Violations: 0

Worst hold path
  – Hold Crit Class: in -> out
## synthesized netlist by cell type, drive strengths merged (2+ instances only)
| cell type | n |
|---|---|
| a21oi | 4 |
| clkbuf | 2 |
| nor2b | 7 |
| o21ai | 5 |
| o211ai | 3 |
| nand3 | 4 |
| nor2 | 7 |
| buf | 5 |
| nand2 | 5 |
| a211oi | 2 |
## per-stage QoR
stage	hold WS (ps)	utilization	TNS (ps)	cells	setup WS [ps]
floorplan	1220	-	0	63	1030
global placement	2150	0.199	-140	130	-65.8
detailed placement	2130	0.199	-177	130	-72.8
global route	2020	0.210	-0.921	130	-0.921
finish	1930	0.210	0	130	114
CTS	2120	0.200	0	130	11.0
## final timing paths
check,startpoint,to,slack [ps],depth (start not counted)
setup / recovery,ins[13],addr[1],110,6
hold / removal,cbr[6],addr[2],1930,3
## metal layers
| layer | share of wire | track usage |
|---|---|---|
| met1 | 0.44 | 0.0574 |
| met2 | 0.51 | 0.0730 |
| met3 | 0.054 | 0.00795 |
| met4 | 0 | 0 |
| met5 | 0 | 0 |
## power breakdown
part | switching, mW | leakage (nW) | total (mW) | internal, mW
Sequential | 0 | 0 | 0 | 0
Clock | 0 | 0 | 0 | 0
Combinational | 0.0402 | 0.284 | 0.0959 | 0.0556
Total | 0.0402 | 0.284 | 0.0959 | 0.0556
## cell type report
type,count,area [um2]
well taps,46,57.6
inverters,1,3.75
fillers,386,2700
multi-input cells,55,379
repair buffers,28,277
## cell families (layout without fill, tap and decap cells)
kind of cell              count (synthesis)  count (layout)  synth area share
and+or+nand+nor                          28              28             0.364
AOI/OAI and AO/OA                        24              24             0.439
muxes                                     2               2            0.0515
xor gates and xnor gates                  1               1            0.0212
buffers and inverters                     8              29             0.124
## layout by cell type (no fill, tap or decap), types with 2 or more instances in the layout
cell	Yosys	routed
o21ai_1	4	5
buf_6	2	3
nand2_1	5	5
o211ai_1	3	3
dlymetal6s2s_1	0	4
nor2_1	7	7
buf_4	1	6
dlygate4sd2_1	0	2
clkdlybuf4s50_1	0	13
nor2b_1	7	7
nand3_1	4	4
a21oi_1	4	4
## what timing repair did
action                                  CTS  global route
endpoints found under the setup margin    4             5
hold buffers                              0             0
buffers inserted                          0             0
gates resized                             3            10
pin swaps                                 0             2
hold endpoints to repair                  0             0
Power and IR drop assume default switching activity.
